==> design/flow/design.v <==
module maxpool2x2 (
    input  wire clk,
    input  wire rst,
    input  wire pool_en,
    input  wire signed [15:0] in_data,
    input  wire              valid_in,
    output reg  signed [15:0] out_data,
    output reg               valid_out
);
    reg signed [15:0] max_val;
    reg [1:0] sample_count;
    reg busy;
    always @(posedge clk) begin
        if (rst) begin
            max_val <= 0;
            sample_count <= 0;
            valid_out <= 0;
            busy <= 0;
        end else begin
            valid_out <= 0;
            if (pool_en && !busy) begin
                sample_count <= 0;
                busy <= 1;
            end
            if (busy && valid_in) begin
                if (sample_count == 0)
                    max_val <= in_data;
                else if (in_data > max_val)
                    max_val <= in_data;
                sample_count <= sample_count + 1;
                if (sample_count == 2'd3) begin
                    out_data <= max_val;
                    valid_out <= 1'b1;
                    sample_count <= 0;
                end
            end
        end
    end
endmodule
==> design/flow/run.sh <==
#!/bin/bash
# OpenROAD 26Q1-2900-gdf79404cd8, Yosys 0.63+post, stock flow scripts
make -C /OpenROAD-flow-scripts/flow DESIGN_CONFIG=/design/flow/config.mk WORK_HOME=/design/flow/orfs finish
==> design/flow/config.mk <==
export PLATFORM = sky130hd
export DESIGN_NAME = maxpool2x2
export DESIGN_NICKNAME = maxpool2x2
export VERILOG_FILES = /design/flow/design.v
export SDC_FILE = /design/flow/constraint.sdc
export NUM_CORES = 4
export LEC_CHECK = 1
export CORE_AREA = 10 10 107 107
export DIE_AREA = 0 0 117 117
==> design/flow/constraint.sdc <==
current_design maxpool2x2

set clk_period 4.2
set clk_io_pct 0.2

create_clock -name clk0 -period $clk_period [get_ports {clk}]

set non_clock_inputs [all_inputs -no_clocks]
set_input_delay [expr $clk_period * $clk_io_pct] -clock clk0 $non_clock_inputs
set_output_delay [expr $clk_period * $clk_io_pct] -clock clk0 [all_outputs]
==> run summary <==
run results: CP Buf/Inv Count 1, setup slack at placement around 1.0 ns, total grt overflow 0, final instance area roughly 2400 um2, gr usage total 5.39%, critical path class in -> reg, crit path capture max_val[5], largest net degree at the start of global routing 38, Post-synth regs 36, Synth Area per Inst approximately 11 um2, CP Data Required Time roughly 4.4 ns, number of buffers added for setup after CTS 0, Starting DRT DRC Count 66, clk buf depth 2, Cells after Synth around 170, FMAX roughly 350 MHz, synth warn 1, Core Region just over 9000 um2, clk slew on worst S/H paths about 0.070 ns, mapped cell area between 1500 and 2000 um2, critical path cell sequence clkdlybuf4s50_1 > ha_1 > nand4_2 > nor4_2 > nand3_1 > a41oi_1 > mux2_4 > mux2i_1, chip area 13700 um2, Worst path slowest cell clkdlybuf4s50_1, Final Critical Period 2.85 ns, Slew @ Worst Pin 0.627 ns, Final setup viols 0, dpl cell area about 2300 um2, Synth Seq Share 46.9%, # Cells Yosys about 170, placed cell count 311, synthesis-to-layout area growth 29.4%, # hold bufs at CTS 0, setup ws final 1.35 ns, Final Wtd Congestion slightly below 0.8, HPWL after DPL roughly 2900 um, CTS buffer count 5, Worst Path Arrival approximately 3 ns, reg2reg end max_val[5], cell type with the largest total area edfxtp_1, crit path capture type flip-flop, distinct cell type count after synthesis 28, # clock sinks 36, Largest delay share family, worst path simple AND/OR/NAND/NOR gates, Top cells by area edfxtp_1, dfxtp_1, ha_1, Initial Utilization between 20 and 25%, most frequent cells in the layout clkdlybuf4s50_1, nand2b_1, inv_1, dfxtp_1, ha_1, htree depth 2, Die Y ~120 um, Yosys chip area between 1500 and 2000 um2, Crit path depth 8, Post-synth top flop dfxtp_1, CTS tree yes, max_cap viols 0, vias per inst 3.84, ys async rst share 0%, Top-Level Pins 37, initial antenna violation count 0, wire per inst 11.4 um, worst reg2reg startpoint max_val[15], Routed WL approximately 3600 um, Clock Tree Root clkbuf_8, CP Max Fanout 16, Worst Skew between 0.008 and 0.009 ns, Critical path origin in_data[15], n_diodes 0, non-filler cells, final 319, clk latency late pin between 0.2 and 0.3 ns, Post-synth EDFFs 16, slew margin rel. approximately three fifths, Max Slew Vio Count 0, Row Count 35, Die Span X around 120 um, Max IR drop VDD around 160 uV, Fin. Hold Viols 0, Lkg Pwr 0.964 nW, worst hold path class reg -> reg, Crit path largest cell delay around 0.44 ns, sum of negative setup slack 0 ns, post-CTS sizing 0, DRT Pass-1 Iters 4, status completed, vias in the first global route approximately 1300, Log Warnings 26, Final period util 67.8%, first-pass GRT wire length approximately 6000 um, via count approximately 1200, RSZ-0062 raised after global routing false, fraction of layout cells with a size suffix above 1 under 10%, most numerous logic cell after layout clkdlybuf4s50_1, reg2reg setup slack approximately 2.0 ns, r2r worst-path depth 8, startpoint types primary input, Antenna Nets Post-Route 0, Synth top area share around a quarter, Residual DRC 0, Pwr Density 332 nW/um2, I/O Buffers 36
how the worst min path moves through the flow:
stage,endpoint,cells past startpoint,startpoint
CTS,out_data[13],0,max_val[13]
finish,out_data[13],0,max_val[13]
global route,out_data[4],0,max_val[4]
metal layers:
metal,part of all wire (%),GRT usage [%]
met5,0,0
met4,0.88,0.906
met3,7.4,1.75
met2,48,9.34
met1,44,6.50
stage by stage:
stage	util [%]	total power [mW]	hold slack (ns)
3_5_place_dp	25.3	0.525	0.438
3_3_place_gp	25.3	0.524	0.435
5_1_grt	26.4	0.852	0.475
2_1_floorplan	-	0.496	0.422
4_1_cts	26.4	0.820	0.459
6_report	26.4	0.807	0.457
power breakdown:
group	switching, mW	internal [mW]
Clock	0.116	0.176
Combinational	0.0561	0.0647
Sequential	0.0118	0.382
logic make-up after synthesis:
family                     Yosys count  share of synthesized area (%)
AOI/OAI and AO/OA                   18                           5.93
adders and majority gates           18                           12.0
buffers and inverters               27                           7.93
DFF                                 36                           46.9
muxes                               18                           9.86
and+or+nand+nor                     52                           17.4
final cells by class:
cell class,count,area (um2)
Tap cell,111,139
Multi-Input combinational cell,106,853
Sequential cell,36,881
Clock inverter,2,35.0
Timing Repair Buffer,38,375
Fill cell,972,6770
Inverter,20,75.1
Clock buffer,6,72.6
synthesized netlist by cell type (2+ instances only):
master,n
nor3b_1,2
nor3_1,3
ha_1,18
nand2b_1,22
a31oi_1,2
clkbuf_1,3
buf_6,2
or2b_1,10
a21o_1,3
mux2i_1,17
o21ai_0,2
dfxtp_1,20
nor2_1,4
buf_12,2
edfxtp_1,16
nand4_1,2
nand2_1,5
inv_1,20
a21oi_1,7
state kept, by name, summed over array words and instances (netlist names):
name / flops
max_val: 16
sample_count: 2
out_data: 16
busy: 1
valid_out: 1
worst reg2reg max path, cell delays in order, from the launching register on:
cell     delay [ns]
dfxtp_1        0.36
inv_1          0.05
ha_1           0.32
nand4_2        0.16
nor4_2         0.33
nand3_1        0.13
a41oi_1        0.22
mux2_4         0.37
mux2i_1        0.22
Power figures rest on the tool's default switching activity, not on a simulated workload.
